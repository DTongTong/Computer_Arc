[flow/run.sh]
#!/bin/bash
# OpenROAD 26Q1-2900-gdf79404cd8, Yosys 0.63+post, stock flow scripts
make -C /OpenROAD-flow-scripts/flow DESIGN_CONFIG=/design/flow/config.mk WORK_HOME=/design/flow/orfs finish
[flow/config.mk]
export PLATFORM = sky130hd
export DESIGN_NAME = IF
export DESIGN_NICKNAME = IF
export VERILOG_FILES = /design/flow/design.v
export SDC_FILE = /design/flow/constraint.sdc
export NUM_CORES = 4
export LEC_CHECK = 1
export CORE_UTILIZATION = 50
[flow/constraint.sdc]
current_design IF

set clk_period 8.1
set clk_io_pct 0.2

create_clock -name clk0 -period $clk_period [get_ports {clk}]

set non_clock_inputs [all_inputs -no_clocks]
set_input_delay [expr $clk_period * $clk_io_pct] -clock clk0 $non_clock_inputs
set_output_delay [expr $clk_period * $clk_io_pct] -clock clk0 [all_outputs]
[flow/design.v]
module IF (
clk,
rst_n,
start,
Jump,
prdt_op1,
prdt_op2,
insr_mem,
PC,
mem_cs,
insr_dec
);
input                           clk;
input                           rst_n;
input                           start;           
input                           Jump;            
input       [32-1:0]         prdt_op1;        
input       [32-1:0]         prdt_op2;        
input       [32-1:0]         insr_mem;        
output      [32-1:0]         PC;              
output                          mem_cs;          
output      [32-1:0]         insr_dec;        
reg         [32-1:0]         PC_mem_r;        
wire        [32-1:0]         PC_mem;
wire        [32-1:0]         PC_op1;
wire        [32-1:0]         PC_op2;
reg         [15:0]              left;            
wire        [15:0]              left_wire;
assign  PC_op1      = Jump ? prdt_op1 : PC_mem_r;
assign  PC_op2      = Jump ? prdt_op2 : 3'd4;
assign  PC_mem      = start ? 32'h000000f8 : (Jump | mem_cs) ? (PC_op1 + PC_op2) : PC_mem_r;
assign  PC          = PC_mem_r;
always @(posedge clk or negedge rst_n) begin
    if(~rst_n) begin
        PC_mem_r    <= 32'd0;
    end
    else begin
        PC_mem_r    <= PC_mem;
    end
end
wire        Restart     = Jump | start;          
reg         Restart_d1, Restart_d2;              
wire        [6:0]               opcode_rv32;     
reg         [32-1:0]         PC_insr_r;
wire        [32-1:0]         PC_insr;
wire        [2:0]               PC_incr_ofst;
always @(posedge clk or negedge rst_n) begin
    if(~rst_n) begin
        Restart_d1  <= 1'b0;
        Restart_d2  <= 1'b0;
    end
    else begin
        Restart_d1  <= Restart;
        Restart_d2  <= Restart_d1;
    end
end
assign  opcode_rv32     = ~PC_insr_r[1] ? insr_mem[6:0] :  Restart_d2 ? insr_mem[22:16] 
                        : left[6:0];    
wire    dec_rv32        = (~(opcode_rv32[4:2] == 3'b111)) & (opcode_rv32[1:0] == 2'b11); 
assign  PC_incr_ofst    = dec_rv32 ? 3'd4 : 3'd2;    
wire    if_se           = Restart_d2 & PC_insr_r[1] & dec_rv32;  
assign  PC_insr         = Restart_d1 ? PC_mem_r : if_se ? PC_insr_r : (PC_insr_r + PC_incr_ofst);
always @(posedge clk or negedge rst_n) begin
    if(~rst_n) begin
        PC_insr_r   <= 32'd0;
    end
    else begin
        PC_insr_r   <= PC_insr;
    end
end
assign  mem_cs          = (~PC_insr_r[1]) | dec_rv32 | Restart_d2;
assign  left_wire       = PC_insr[1] ? insr_mem[31:16] : 16'd0;
always @(posedge clk or negedge rst_n) begin
    if(~rst_n) begin
        left        <= 16'd0;
    end
    else begin
        left        <= left_wire;
    end
end
assign  insr_dec        = ~PC_insr_r[1] ? (dec_rv32 ? insr_mem[31:0] : {16'b0, insr_mem[15:0]}) 
                        : Restart_d2 ? (dec_rv32 ? 32'h00000013 : {16'b0, insr_mem[31:16]}) 
                        : (dec_rv32 ? {insr_mem[15:0], left[15:0]} : {16'b0, left[15:0]}); 
endmodule
==> results_dict.tcl <==
# yosys + openroad results
set metrics [dict create \
    outcome "complete, no violations" \
    worstPathArrival_ns 3.78 \
    flop_area_sq_mm 0.00128 \
    grt-busiest-layer "met2" \
    path_delay_family "buffers and inverters" \
    post_dp_cell_area_sq_mm 0.00656 \
    post-synth-top-count-cell "a21oi_1" \
    placementRows 35 \
    antennaDiodeCount 0 \
    logic_area_sq_mm 0.00339 \
    finish.utilization 0.716 \
    tightestPinTransition_ns 0.761 \
    critPathRequiredTime_ns 6.48 \
    core_sq_mm 0.00928 \
    postRouteAntennaNets 0 \
    synth_top_area_share 0.264 \
    max-clock-path-buffers 2 \
    grtUsageTotal 0.266 \
    hp-start "Restart_d1$_DFF_PN0_" \
    portBuffers 164 \
    yosys-top-cells-count "a21oi_1, nor2_1, dfrtp_1, nor2b_1, nand2_1" \
    cts_buffers 5 \
    clk_latency_ns 0.30 \
    die-area_sq_mm 0.0101 \
    path_buffers 2 \
    cts.sinks 51 \
    synth_seq_share 0.264 \
    skew_ns 0.0102 \
    fp-utilization 0.520 \
    area_leaders "dfrtp_1, ha_1, a21oi_1" \
    use_met3 0.0297 \
    drive_gt1_frac 0.0771 \
    grt.met2_usage 0.432 \
    avgSynthCellArea_sq_um 7.97 \
    cts_tree "built" \
    edf_count 0 \
    dr.pass1.iters 5 \
    r2r_slack_ns 4.72 \
    yosysChipArea_sq_mm 0.00483 \
    fin_crit_ns 5.40 \
    grt_max_degree 53 \
    synthFlopType "dfrtp_1" \
    place_hpwl_um 9730 \
    gp_congestion 0.973 \
    yosys_warnings 1 \
    final_area_sq_mm 0.00665 \
    cts-root-buf "clkbuf_8" \
    critPathLaunch "insr_mem[4]" \
    cts_setup_buffers 0 \
    final_cells 881 \
    whs_ns 0.404 \
    cpPeakStageDelay_ns 0.54 \
    end_kind "output pin" \
    power.density_mw_per_mm2 155 \
    ir_drop_mv 0.0814 \
    area_growth_pct 37.7 \
    synthArstFlopShare 1.00 \
    met1_usage 0.394 \
    synth_cells 606 \
    dp_cells 874 \
    maxSlewHeadroom 0.493 \
    timing.setup.tns_ns 0 \
    cp_max_fo 31 \
    timing.fmax_mhz 185 \
    ios 165 \
    netlist_area_sq_mm 0.00483 \
    maxSlewViolCount 0 \
    cts.clk_slew.worst_paths_ns 0.08 \
    antenna_found_initial 0 \
    dp_slack_ns 2.74 \
    grt_pass1_vias 4655 \
    maxCapViolCount 0 \
    ys_cells 606 \
    cp_cell_sequence "clkdlybuf4s50_1 > nand3_1 > a31oi_1 > a31o_2 > a31oi_1 > mux2_2 > clkdlybuf4s50_1" \
    cts_htree_levels 2 \
    synth.largest_area_cell "dfrtp_1" \
    avgViaCountPerCell 5.64 \
    timing.final.ws_setup_ns 2.70 \
    overflow 0 \
    period_used_share 0.667 \
    critPathKind "input pin to output pin" \
    dieHeight_um 100 \
    fill_cells 727 \
    avgRoutedWirePerCell_um 14.7 \
    drcViolationCount 0 \
    final-hold-violation-count 0 \
    cts_resized 0 \
    rsz0062_at_grt "no" \
    cp_slowest_cell "a31o_2" \
    leakage_nw 2.80 \
    worstHoldPathType "register to register" \
    openroad.warnings 26 \
    vias 4969 \
    wl_um 12900 \
    synth_cell_type_count 56 \
    grt_pass1_wl_um 21300 \
    hold_buffers 0 \
    cp-start-kind "input pin" \
    r2r-start "Restart_d2$_DFF_PN0_" \
    finalPower_mw 1.03 \
    setup_viol 0 \
    ys.flops 51 \
    drt_iter0_markers 235 \
    die_w_um 100 \
]
-- power by group --
group          internal (mW)  switching (mW)  total, mW
sequential             0.298          0.0278      0.325
clock                 0.0673          0.0848      0.152
combinational          0.309           0.246      0.555
-- cell families after synthesis --
family,after synthesis,synth area share
mux,36,0.0824
xor+xnor,16,0.0290
simple gates,241,0.258
fa+ha+maj,33,0.0870
flops,51,0.264
compound gates,184,0.244
buf+inv,45,0.0350
-- path summary, 6_finish.rpt --
check | to | cells after the start
min in group asynchronous | PC_mem_r[8]$_DFFE_PN0P_ | 2
max in group asynchronous | PC_mem_r[18]$_DFFE_PN0P_ | 2
worst max register to register | PC_mem_r[31]$_DFFE_PN0P_ | 10
worst max-delay path | insr_dec[4] | 7
worst min register to register | Restart_d2$_DFF_PN0_ | 0
worst min-delay path | Restart_d2$_DFF_PN0_ | 0
-- layer usage --
layer  wire length (um)  part of all wire  vias to the layer above
li1                   -                 -                     2476
met1               6020              0.47                     2315
met2               5990              0.46                      155
met3                683             0.053                       23
met4                243             0.019                        0
met5                  0                 0                        -
-- state kept, by name, summed over array words and instances (netlist names) --
name,flops
PC_mem_r,32
PC_insr_r,1
Restart_d2,1
Restart_d1,1
left,16
-- layout make-up --
type | instances | share of cell area
multi-input combinational | 510 | 0.509
clock buffer | 6 | 0.0124
tap | 129 | 0.0243
timing repair buffer | 172 | 0.254
sequential | 51 | 0.192
inverter | 12 | 0.00677
clock inverter | 1 | 0.000753
-- worst reg2reg max path, cell delays in order, from the launching register on --
cell	delay, ns
dfrtp_1	0.36
buf_4	0.23
nor2b_1	0.20
nand3_1	0.10
a31o_2	0.46
ha_1	0.28
nand2b_1	0.12
or2_1	0.33
nand2b_1	0.50
or4_1	0.68
o211ai_2	0.07
-- placed cells by master, fill, tap and decap left out, types with 2 or more instances in the layout --
master / instances
clkdlybuf4s50_1: 162
a21oi_1: 72
nor2_1: 54
dfrtp_1: 51
nor2b_1: 49
nand2_1: 44
and2_1: 33
ha_1: 32
o21ai_0: 31
mux2_2: 30
a31oi_1: 17
a21o_1: 16
nand3_1: 15
inv_1: 12
nand4_1: 10
nand2b_1: 9
xor2_1: 9
buf_4: 8
or3_1: 7
xnor2_1: 7
mux2i_1: 6
a32o_1: 6
nor3_1: 6
clkbuf_8: 6
a211o_1: 4
o211ai_1: 4
o21bai_1: 4
o21a_1: 4
and3_1: 4
a21boi_0: 3
a31o_2: 2
a41o_1: 2
a211oi_1: 2
or4_1: 2
o2111ai_1: 2
a311o_1: 2
buf_2: 2
Power is estimated from default activity; no workload was simulated.
